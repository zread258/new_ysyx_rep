===== run.sh =====
#!/bin/bash
# OpenROAD 26Q1-2900-gdf79404cd8, Yosys 0.63+post, stock flow scripts
make -C /OpenROAD-flow-scripts/flow DESIGN_CONFIG=/design/flow/config.mk WORK_HOME=/design/flow/orfs finish

===== config.mk =====
export PLATFORM = sky130hd
export DESIGN_NAME = ysyx_23060184_RegFile
export DESIGN_NICKNAME = ysyx_23060184_RegFile
export VERILOG_FILES = /design/flow/design.v
export SDC_FILE = /design/flow/constraint.sdc
export NUM_CORES = 4
export LEC_CHECK = 1
export CORE_UTILIZATION = 50

===== constraint.sdc =====
current_design ysyx_23060184_RegFile

set clk_period 9.5
set clk_io_pct 0.2

create_clock -name clk0 -period $clk_period [get_ports {clk}]

set non_clock_inputs [all_inputs -no_clocks]
set_input_delay [expr $clk_period * $clk_io_pct] -clock clk0 $non_clock_inputs
set_output_delay [expr $clk_period * $clk_io_pct] -clock clk0 [all_outputs]

===== design.v =====
module ysyx_23060184_RegFile #(ADDR_WIDTH = 5, DATA_WIDTH = 32) (
  input                       clk,
  input                       resetn,
  input [DATA_WIDTH-1:0]      wdata,
  input [ADDR_WIDTH-1:0]      waddr,
  input                       wen,
  input [ADDR_WIDTH-1:0]      raddr1,
  input [ADDR_WIDTH-1:0]      raddr2,
  input                       Wvalid,
  input                       ecall,
  output reg [DATA_WIDTH-1:0] rdata1,
  output reg [DATA_WIDTH-1:0] rdata2
);
  reg [DATA_WIDTH-1:0] rf [2**ADDR_WIDTH-1:0];
  always @(posedge clk) begin
    if (Wvalid) begin
      if (wen && waddr != 5'b00000) begin
        rf[waddr] <= wdata;
      end
    end
  end
  assign rdata1 = (raddr1 == 0) ? 32'h00000000 : rf[raddr1];
  assign rdata2 = (raddr2 == 0 && ~ecall) ? 32'h00000000 : 
                  (ecall) ? rf[15] : rf[raddr2];  
endmodule

==> deck_impl_summary.md <==
Synthesis and Place & Route Summary

Cells and area
  – Final instance area: 53900 sq um
  – Biggest regs: rf: 1024 flops
  – Number of flip-flops under the largest register name: 1024
  – FF/Latch Area: about 31000 sq um
  – Synthesis-to-layout area growth: 13.5%
  – Largest register by flop count: rf
  – Share of cells above drive strength 1: 36.3%
  – Filler Cell Count: about 6800
  – Gate Area: 16200 sq um

Clock tree
  – Hold-fix buffers, CTS: 0
  – CTS Buf Count: between 100 and 150
  – Post-cts repair resize count: 0
  – Root Buffer: clkbuf_16
  – Post-CTS Setup Inserts: 0
  – Worst-path clk slew: approximately 0.06 ns
  – CTS tree: yes
  – Htree depth: 3
  – Worst-case clock buffer depth: 3
  – CTS Sinks: 1024

Setup path
  – Critical Path Fanout Max: 34
  – CP Data Arrival Time: 5.18 ns
  – CP startpoint kind: primary input
  – CP Capture Type: output port
  – CP Data Required Time: 7.60 ns
  – CP Cell Sequence: buf_8 > buf_4 > buf_4 > mux4_2 > mux2_2 > a22oi_1 > a31oi_1 > clkdlybuf4s50_1
  – Crit Path Class: in2out
  – Worst stage delay on the critical path: 0.61 ns
  – WP buf/inv: 4
  – Most common cell on crit path: buf_4
  – Delay-heaviest family, CP: buffers and inverters
  – CP max stage cell: buf_4

Die
  – Die ar.: 96100 sq um
  – Placeable Area: 93600 sq um
  – Die W: a little over 300 um
  – Cell row count: around 110
  – Die y size: approximately 310 um
  – Num ports: 116
  – Starting density of the core: between 50 and 60%

Detailed routing
  – WL/cell: approximately 37 um
  – Via count: 25292
  – Drt first pass iters: 5
  – DRT iter0 DRCs: 1507
  – Avg Vias per Cell: ~6.7
  – Post-Route WL: ~140 mm
  – DRC errors left: 0
  – Post-DRT Antenna Nets: 0

Global routing
  – Grt total ovfl: 0
  – Initial antenna violation count: 2
  – Global-route wire length before repair: just under 200 mm
  – GRT Resource Usage Total: between 30 and 40%
  – Vias in the first global route: between 20000 and 30000
  – Largest net degree at the start of global routing: roughly 73

Power
  – Pwr dens: 182 nW/um^2
  – Peak VDD IR: around 0.00020 V
  – Static Leakage: around 17 nW
  – Design Power: ~9.8 mW

Flow run
  – Max-cap violations: 0
  – Tool warning count: 27

Synthesis
  – Post-synth ARST share: 0%
  – Library cells used by synthesis: 30
  – Mapped cell area: 47400 sq um
  – Largest area contributor in the netlist: edfxtp_1
  – Flops & latches, synth: approximately 1000
  – Synth warn: 3
  – Syn Inst Count: ~2200
  – Post-synth EDFFs: roughly 1000
  – Top post-synthesis cells by area: edfxtp_1 (65%), mux4_2 (24%), mux2i_1 (2.7%)
  – YS chip area: ~47000 sq um
  – Cell with the most instances after synthesis: edfxtp_1
  – Main synth FF type: edfxtp_1
  – Commonest cells in the synthesized netlist: edfxtp_1 (1024), mux4_2 (509), mux2i_1 (128), a22oi_1 (96), mux2_2 (96)
  – Post-synthesis sequential area ratio: 64.8%
  – Ys cells: 2227
  – Synth top area share: between 60% and 70%
  – Synth Area per Inst: 21.3 sq um

STA
  – RSZ-0062 raised after global routing: false
  – Least-Margin Pin Slew: 1.04 ns
  – Cycle use final: about three quarters
  – Final setup violation count: 0
  – Final hold slack: 2.03 ns
  – Fin. max-slew vios: 0
  – Fmax: 0.141 GHz
  – Setup TNS: 0 ns
  – Post-route setup slack: roughly 2.4 ns
  – Slew margin rel.: 30.1%
  – Final Critical Period: around 7.1 ns
  – Hold Vio Cnt, Final: 0

Placed design
  – Hpwl dp: ~75 mm
  – Placed Area: between 50000 and 60000 sq um
  – Port Buffers: approximately 110
  – Final Wtd Congestion: between 0.8 and 0.9
  – Pre-CTS setup slack: 2.49 ns

Hold path
  – Hold EP: rf[13][10]$_DFFE_PP_
  – Min-delay worst type: in2reg
  – Min-delay src: wdata[10]
  – Hold depth: 2

Status
  – Status: finished clean
-- cell families (layout without fill, tap and decap cells) --
logic type | count (synthesis) | after routing | share of synthesized area (%)
AOI/OAI and AO/OA | 192 | 192 | 3.12
other | 1 | 35 | 0.00790
DFF | 1024 | 1024 | 64.8
and+or+nand+nor | 90 | 90 | 0.844
muxes | 736 | 736 | 29.3
buffers and inverters | 184 | 423 | 1.91
-- report_power, final --
part	switching, mW	internal, mW
Combinational	0.434	0.400
Clock	1.72	2.24
Sequential	0.0163	5.02
-- placed cells by master, fill, tap and decap left out, types with 2 or more instances in the layout --
master	n
nor2_1	2
nor3b_2	2
mux2i_1	128
nor2b_4	2
mux2_2	96
or3b_2	2
and3b_2	2
bufinv_16	3
a31oi_1	32
buf_2	2
clkdlybuf4s50_1	105
mux4_2	509
a22oi_1	96
nand3b_1	3
clkinv_1	29
conb_1	32
diode_2	3
mux4_1	3
a32oi_1	32
nand2_1	36
buf_6	2
nor2_4	33
clkinv_4	2
edfxtp_1	1024
clkbuf_16	113
clkbuf_1	31
buf_4	105
buf_8	4
clkinv_2	17
a22o_1	32
buf_12	8
-- layer usage --
layer	wire, um	share of wire [%]	up-vias	GRT usage (%)
met2	64300	47	1872	46.5
met3	27000	20	234	27.7
li1	-	-	10227	-
met1	42200	31	12942	42.8
met4	3460	2.5	17	6.74
met5	569	0.41	-	5.21
-- metrics by stage --
step	utilization (%)	std cells
2_1_floorplan	-	2258
4_1_cts	57.5	3751
6_report	57.5	3754
3_5_place_dp	54.1	3554
5_1_grt	57.5	3752
3_3_place_gp	54.1	3554
-- worst max-delay path by stage --
| stage | to | start | depth (start not counted) |
|---|---|---|---|
| 5_1_grt | rdata2[28] | raddr2[1] | 8 |
| 4_1_cts | rdata2[17] | raddr2[1] | 8 |
| 6_report | rdata2[28] | raddr2[1] | 8 |
-- cell type report --
cell class | count | share of cell area, %
Sequential cell | 1024 | 57.1
Tap cell | 1254 | 2.91
Multi-Input combinational cell | 1050 | 30.1
Antenna cell | 3 | 0.0139
Clock buffer | 144 | 5.47
Clock inverter | 53 | 0.590
Timing Repair Buffer | 226 | 3.88
Power and IR drop assume default switching activity.
